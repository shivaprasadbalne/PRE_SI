==> /design/flow/design.v <==
package pkg;
	parameter DATA_WIDTH = 32;
    parameter ADDR_WIDTH = 9;
endpackage : pkg
 import pkg::*;
 module synchronizer(
	input logic clk,rst,
	input logic [ADDR_WIDTH:0]d_in,
	output logic [ADDR_WIDTH:0]d_out
	); 
	logic [ADDR_WIDTH-1:0]q1;
	always@(posedge clk) begin
		if(!rst) begin
			q1 <= 0;
			d_out <= 0;
		end
		else begin
			q1 <= d_in;
			d_out <= q1;
		end
	end
endmodule
==> /design/flow/config.mk <==
export PLATFORM = sky130hd
export DESIGN_NAME = synchronizer
export DESIGN_NICKNAME = synchronizer
export VERILOG_FILES = /design/flow/design.v
export SDC_FILE = /design/flow/constraint.sdc
export NUM_CORES = 4
export LEC_CHECK = 1
export CORE_AREA = 10 10 79 79
export DIE_AREA = 0 0 89 89
==> /design/flow/constraint.sdc <==
current_design synchronizer

set clk_period 1.1
set clk_io_pct 0.2

create_clock -name clk0 -period $clk_period [get_ports {clk}]

set non_clock_inputs [all_inputs -no_clocks]
set_input_delay [expr $clk_period * $clk_io_pct] -clock clk0 $non_clock_inputs
set_output_delay [expr $clk_period * $clk_io_pct] -clock clk0 [all_outputs]
==> /design/flow/run.sh <==
#!/bin/bash
# OpenROAD 26Q1-2900-gdf79404cd8, Yosys 0.63+post, stock flow scripts
make -C /OpenROAD-flow-scripts/flow DESIGN_CONFIG=/design/flow/config.mk WORK_HOME=/design/flow/orfs finish
==> impl_metrics.ini <==
; physical design summary
[critical_path]
critical_path_required_ns = 0.88
ff2ff_path_depth = 1
timing.critical_path.fanout_max = 1
worst_path_largest_cell_delay_ns = 0.30
r2r-end = d_out[1]
crit_path_top_delay_cell = sky130_fd_sc_hd__dfxtp_1
timing.rr.start = q1[1]
critPathArrivalTime_ns = 0.78
timing.critical_path.from_type = register
cp-end-kind = output pin
rrSetupSlack_ns = 0.52
timing.critical_path.buf_inv = 1
setup.worst_path.class = reg -> out
crit_chain = dlygate4sd2_1
kind_of_cell_with_the_highest_combined_delay_on_the_critical_path = flip-flops

[layout]
syn_to_final_growth_pct = 56.6
ratio_of_cells_with_drive_above_1_in_the_final_layout_pct = 31.1
final_core_util_pct = 17.2
final_design_area_no_fill_um2 = 803

[global_route]
grt_antenna_before_repair = 0
grt_max_degree = 19
grt.met1_usage_pct = 1.75
first_pass_grt_wire_length_um = 1330
globalRouteTotalUtil_pct = 2.17
via_count_of_the_first_global_routing_pass = 307
gr-total-overflow = 0
top_usage_layer = met2
global_route.usage.met2_pct = 4.26
met3_layer_usage_reported_by_global_route_pct = 0.826

[clock_network]
clk_pin_slew_ns = 0.06
worst_skew_pair.late_latency_ns = 0.25
cts_buffers = 3
root_buffer = sky130_fd_sc_hd__clkbuf_8
cts_max_path_buffers = 2
tritoncts_num_sinks = 18
hold_buffers = 0
htreeDepth = 1
ctsResizeCount = 9
clock_tree_from_tritoncts = built
cts_post_setup_buffers_inserted = 0

[synthesis]
synthesis.instances = 39
post_synth_instance_area_um2 = 513
synth-cells-yosys = 39
count_of_different_cell_masters_after_synthesis = 6
netlist.area_leader.share_pct = 70.2
netlist.top_cell.by_area = sky130_fd_sc_hd__dfxtp_1
ys.flops = 18
topCellsByArea = sky130_fd_sc_hd__dfxtp_1, sky130_fd_sc_hd__and2_2, sky130_fd_sc_hd__and2_1
postSynthAreaPerCell_um2 = 13.2
synth_sequential_area_ratio_pct = 70.2
synthesis.yosys.warnings = 1
yosys.stat.chipArea_um2 = 513

[power_and_ir_drop]
pwr_density_cell_nw_per_um2 = 1610
p_comb_share_pct = 6.3
pwr-share-clk_pct = 40.4
internal-power_uw = 1060
power.net_switching_uw = 226
power.static_leakage_uw = 0.000352
power_frac_seq_pct = 53.3
switching_share_pct = 17.6
vdd.ir_drop.worst_uv = 390

[routing]
detail_route.wl_per_cell_um = 8.37
drt_wl_total_um = 962
remaining_drc_errors = 0
antennaDiodeCount = 0
drt_first_pass_iters = 2
avgViaCountPerCell = 2.67
drt-initial-drc-count = 12
detailroute.via_count = 307
ant_nets = 0

[floorplan]
fp.dieW_um = 89
fp_util_pct = 11.0
die_height_um = 89
fp-row-count = 25
boundaryPins = 22
design.core.area_um2 = 4660
die-area_um2 = 7920

[final_timing]
period_utilization_post_route_pct = 90.6
finalSetupViolations = 0
hold_violations = 0
achievable-frequency_mhz = 1000
timing.clock.skew_ns = 0.000524
period_minus_slack_ns = 0.997
grt_setup_unrepaired = false
maxSlewViolCount = 0

[job]
maximum_capacitance_violations = 0
warnings = 26

[worst_hold_path]
hold_path.class = reg -> reg
hold-path-endpoint = d_out[3]
timing.hold.worst.start = q1[3]
hold_path_cell_cnt = 1

[placed_design]
gpl.final_weighted_congestion = 0.627
placement.io_buffers = 19
placement.cell_area_um2 = 759

[status]
result_of_the_run = finished clean
-- worst max path at each step --
| stage | start | end | slack, ns | cells past startpoint |
|---|---|---|---|---|
| CTS | d_out[7] | d_out[7] | 0.09 | 1 |
| global route | d_out[3] | d_out[3] | 0.07 | 1 |
| finish | d_out[0] | d_out[0] | 0.10 | 1 |
-- sequential cells by signal (all words and copies together) (netlist names) --
register,flops
q1,9
d_out,9
-- area by class of cell --
| cell class | count | area, um^2 |
|---|---|---|
| multi-input combinational | 19 | 134 |
| clock buffer | 4 | 55.1 |
| fill | 495 | 3860 |
| sequential | 18 | 360 |
| timing repair buffer | 20 | 186 |
| tap | 54 | 67.6 |
-- layer usage --
| layer | wire, um | vias to the layer above |
|---|---|---|
| met3 | 106 | 5 |
| li1 | - | 157 |
| met4 | 65 | 0 |
| met1 | 303 | 133 |
| met2 | 486 | 12 |
| met5 | 0 | - |
-- metrics by stage --
step | setup TNS, ns | hold WS, ns | instances | power, uW | setup WS, ns
finish | 0 | 0.446 | 115 | 1290 | 0.103
global route | 0 | 0.463 | 115 | 1340 | 0.0667
CTS | 0 | 0.448 | 115 | 1310 | 0.0884
detailed placement | -0.0212 | 0.432 | 111 | 795 | -0.0150
global placement | -0.00795 | 0.430 | 111 | 793 | -0.00795
floorplan | 0 | 0.347 | 39 | 729 | 0.512
-- kinds of logic after synthesis --
group	Yosys count	share of synthesized area, %
flip-flops	18	70.2
AND/OR/NAND/NOR	18	25.4
buffers and inverters	2	3.66
other	1	0.731
-- layout by cell type (no fill, tap or decap) --
cell type                         synthesis  routed
sky130_fd_sc_hd__dlygate4sd2_1            0       9
sky130_fd_sc_hd__buf_4                    1       1
sky130_fd_sc_hd__and2_2                  14      14
sky130_fd_sc_hd__conb_1                   1       1
sky130_fd_sc_hd__clkbuf_8                 0       4
sky130_fd_sc_hd__clkdlybuf4s50_1          0      10
sky130_fd_sc_hd__dfxtp_1                 18      18
sky130_fd_sc_hd__and2_1                   4       4
-- power groups by stage --
stage         logic, uW  registers (uW)  clock network (uW)
finish             81.0             687                 521
global route       90.7             690                 562
CTS                83.9             688                 534
-- cell usage after synthesis --
cell type	count
sky130_fd_sc_hd__and2_2	14
sky130_fd_sc_hd__and2_1	4
sky130_fd_sc_hd__dfxtp_1	18
sky130_fd_sc_hd__buf_4	1
sky130_fd_sc_hd__buf_6	1
sky130_fd_sc_hd__conb_1	1
Power is estimated from default activity; no workload was simulated.
